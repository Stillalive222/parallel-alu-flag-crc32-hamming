===== flow/config.mk =====
export PLATFORM = sky130hd
export DESIGN_NAME = crc32_calculator
export DESIGN_NICKNAME = crc32_calculator
export VERILOG_FILES = /design/flow/design.v
export SDC_FILE = /design/flow/constraint.sdc
export NUM_CORES = 4
export LEC_CHECK = 1
export CORE_UTILIZATION = 40

===== flow/constraint.sdc =====
current_design crc32_calculator

set clk_period 6.6
set clk_io_pct 0.2

create_clock -name clk0 -period $clk_period [get_ports {clk}]

set non_clock_inputs [all_inputs -no_clocks]
set_input_delay [expr $clk_period * $clk_io_pct] -clock clk0 $non_clock_inputs
set_output_delay [expr $clk_period * $clk_io_pct] -clock clk0 [all_outputs]

===== flow/design.v =====
`timescale 1ns/1ps
module crc32_calculator (
    input  wire         clk,
    input  wire         rst_n,
    input  wire [31:0]  data_in,
    input  wire         start,
    input  wire         data_valid,
    output reg  [31:0]  crc_out,
    output reg          done,
    output wire         ready
);
    localparam [31:0] POLYNOMIAL = 32'hEDB88320;
    localparam IDLE = 2'b00;
    localparam PROCESSING = 2'b01;
    localparam DONE = 2'b10;
    reg [1:0] state;
    reg [31:0] crc_reg;
    reg [5:0] bit_counter;
    reg [7:0] byte_counter;
    reg [31:0] data_buffer;
    reg [7:0] current_byte;
    assign ready = (state == IDLE);
    always @(posedge clk or negedge rst_n) begin
        if (!rst_n) begin
            state <= IDLE;
            crc_reg <= 32'hFFFFFFFF;
            bit_counter <= 0;
            byte_counter <= 0;
            data_buffer <= 0;
            done <= 0;
            crc_out <= 0;
            current_byte <= 0;
        end else begin
            case (state)
                IDLE: begin
                    done <= 0;
                    crc_reg <= 32'hFFFFFFFF;
                    bit_counter <= 0;
                    byte_counter <= 0;
                    if (start && data_valid) begin
                        data_buffer <= data_in;
                        state <= PROCESSING;
                    end
                end
                PROCESSING: begin
                    if (byte_counter < 4) begin
                        if (bit_counter == 0) begin
                            case(byte_counter)
                                0: current_byte <= data_buffer[7:0];
                                1: current_byte <= data_buffer[15:8];
                                2: current_byte <= data_buffer[23:16];
                                3: current_byte <= data_buffer[31:24];
                            endcase
                            bit_counter <= 1;
                        end else if (bit_counter <= 8) begin
                            if ((crc_reg[0] ^ current_byte[0]) == 1'b1) begin
                                crc_reg <= (crc_reg >> 1) ^ POLYNOMIAL;
                            end else begin
                                crc_reg <= crc_reg >> 1;
                            end
                            current_byte <= current_byte >> 1;
                            if (bit_counter == 8) begin
                                bit_counter <= 0;
                                byte_counter <= byte_counter + 1;
                            end else begin
                                bit_counter <= bit_counter + 1;
                            end
                        end
                    end else begin
                        state <= DONE;
                    end
                end
                DONE: begin
                    crc_out <= ~crc_reg;   
                    done <= 1;
                    state <= IDLE;
                end
                default: state <= IDLE;
            endcase
        end
    end
endmodule

===== flow/run.sh =====
#!/bin/bash
# OpenROAD 26Q1-2900-gdf79404cd8, Yosys 0.63+post, stock flow scripts
make -C /OpenROAD-flow-scripts/flow DESIGN_CONFIG=/design/flow/config.mk WORK_HOME=/design/flow/orfs finish

==> flow_metrics.py <==
# Physical implementation metrics
metrics = {
    "yosys": {
        "ys.warnings.count": 1,
        "synth.yosys.chip_area_um2": 5492,
        "edf_count": 0,
        "yosys_register_bits": 122,
        "synth_top_area_share_pct": 40.56,
        "average_size_of_a_mapped_cell_um2": 12.48,
        "post_synth_main_area_contributors": "sky130_fd_sc_hd__dfrtp_1, sky130_fd_sc_hd__dfstp_2, sky130_fd_sc_hd__mux2_2",
        "ffs_w_async_s_r_synth_pct": 100.0,
        "top_ff_cell_synth": "sky130_fd_sc_hd__dfrtp_1",
        "yosys-stat-cells": 440,
        "synth_cell_types": 53,
        "postSynthSeqShare_pct": 56.35,
        "netlist_area_um2": 5492,
        "synthesis.instances": 440,
        "netlist.top_cell.by_area": "sky130_fd_sc_hd__dfrtp_1",
    },
    "drt": {
        "routed_wirelength_um": 10580,
        "met1Wirelength_um": 5168,
        "met2_wirelength_um": 4702,
        "dr.first_iter.drc_count": 160,
        "post_drt_wl_per_cell_um": 15.18,
        "antenna_violating_nets_post_route": 0,
        "top_layer": "met4",
        "number_of_search_and_repair_iterations_in_the_first_detailed_routing_pass": 5,
        "drt_drc_violations_left": 0,
        "dr_total_vias": 3655,
        "n_antenna_cell": 0,
        "detail_route.vias_per_cell": 5.244,
        "met3_wirelength_um": 509,
    },
    "sta": {
        "report.final.hold_viol_count": 0,
        "rsz0062_at_grt": "no",
        "worst_slew_margin_relative_to_its_limit_pct": 54.87,
        "finalCriticalPeriod_ps": 2749,
        "fin_worst_skew_ps": 5.684,
        "final_critical_path_share_of_the_clock_period_pct": 41.65,
        "worst_slew_pin_slew_ps": 677.0,
        "fin_tns_setup_ps": 0,
        "slew_violations": 0,
        "fmax_ghz": 0.3638,
        "report.final.setup_viol": 0,
    },
    "finish": {
        "post_route_cells_drive_above_1_share_pct": 23.03,
        "synthToLayoutAreaGrowth_pct": 26.95,
        "n_fill_cell": 1137,
    },
    "grt": {
        "grt_antenna_before_repair": 0,
        "global_route_wire_length_before_repair_um": 18220,
        "grt_max_degree": 55,
        "grt_pass1_vias": 3755,
        "grt_overflow_total": 0,
        "global_route.usage.total_pct": 16.55,
    },
    "power": {
        "leakage_nw": 2.958,
        "power.density_cell_area_nw_per_um2": 359.3,
        "design_power_total_mw": 2.505,
        "power.ir.vdd_worst_mv": 0.1787,
    },
    "die": {
        "core.rowCount": 42,
        "floorplan.core_util_pct": 41.30,
        "design.die.area_um2": 14200,
        "design.portCount": 70,
        "die_height_um": 119.2,
        "dieWidth_um": 119.2,
        "core_area_um2": 13300,
    },
    "cts": {
        "cts_buffer_depth": 2,
        "cts_hold_buffers": 0,
        "cts_sinks": 122,
        "post-cts-setup-buffers": 0,
        "cts-buffers-inserted": 17,
        "post_cts_resize_count": 0,
        "worstSkewPairLatency_ps": 410,
        "library_cell_used_as_clock_root_buffer": "sky130_fd_sc_hd__clkbuf_16",
        "ctsHtreeMaxLevel": 4,
        "clk_pin_slew_ps": 50,
        "cts_tree": "built",
    },
    "setup_path": {
        "timing.rr.start": "byte_counter[0]",
        "worstSetupStartpointType": "flip-flop",
        "critPathCaptureType": "primary output",
        "max_stage_delay_ps": 560,
        "worst-path-max-fanout": 5,
        "worstPathRequired_ps": 5280,
        "worst-endpoint-arrival_ps": 1430,
        "crit_family": "flip-flops",
        "crit_path_cell_trace": "clkdlybuf4s50_1",
        "timing.critical_path.from": "state[0]",
        "critPathKind": "reg -> out",
        "cpMaxStageDelayCell": "sky130_fd_sc_hd__dfstp_2",
        "worstPathBufferInverterCount": 1,
    },
    "run_status": {
        "run_status": "finished, final reports clean",
    },
    "placement": {
        "port_buffers": 69,
        "gpl.final_weighted_congestion": 0.7832,
        "place_hpwl_um": 6607,
    },
    "run": {
        "openroad.warnings": 29,
        "max_cap_violations": 0,
    },
    "min_path": {
        "min-delay-start": "done",
        "timing.hold.worst.class": "reg -> reg",
    },
}
-- logic make-up (layout without fill, tap and decap cells) --
kind of cell | count (synthesis) | after routing | synth area share, %
muxes | 66 | 66 | 12.94
and+or+nand+nor | 73 | 73 | 9.433
xor gates and xnor gates | 14 | 14 | 2.233
DFF | 122 | 122 | 56.35
adders and majority gates | 6 | 6 | 1.367
buffers and inverters | 71 | 152 | 5.104
AOI/OAI and AO/OA | 88 | 88 | 12.58
-- routing by layer --
layer / vias up / global-route usage [%]
li1: 1745 / -
met5: - / 0
met4: 0 / 2.769
met1: 1802 / 26.63
met2: 92 / 24.56
met3: 16 / 3.425
-- cell usage after synthesis, drive strengths merged, types with 2 or more instances --
cell type  number
a211o           4
a21o            2
a21oi           3
a222oi          8
a2bb2oi         3
a311oi          4
a31oi           6
and2            7
buf            13
clkbuf         17
dfrtp          89
dfstp          33
ha              6
inv            41
mux2           34
mux2i          32
nand2           7
nand3           5
nand4          15
nand4b         18
nor2            7
nor3            2
nor4            3
o2111ai         4
o21a           32
o21ai           7
o22a            4
o311a           2
o31ai           3
xnor2          13
-- area by class of cell --
type / count / area [µm²] / area share (%)
clock buffer: 21 / 470.5 / 6.748
clock inverter: 11 / 143.9 / 2.064
inverter: 41 / 153.9 / 2.207
multi-input combinational: 247 / 2125 / 30.47
sequential: 122 / 3095 / 44.40
tap: 176 / 220.2 / 3.159
timing repair buffer: 79 / 763.2 / 10.95
-- metrics by stage --
stage                     cells  util [%]  worst slack [ps]  hold WS (ps)  area [µm²]
after floorplan             440         -              4270         430.1        5492
after global placement      665     47.82              3874         467.2        6357
after detailed placement    665     47.82              3847         477.7        6357
after CTS                   697     52.44              3828         489.6        6972
after global routing        697     52.44              3801         523.6        6972
final                       697     52.44              3851         483.6        6972
-- cell usage in the layout (no fill, tap or decap), types with 2 or more instances in the layout --
| cell | instances |
|---|---|
| sky130_fd_sc_hd__buf_4 | 11 |
| sky130_fd_sc_hd__ha_1 | 6 |
| sky130_fd_sc_hd__nand4b_1 | 18 |
| sky130_fd_sc_hd__a311oi_1 | 4 |
| sky130_fd_sc_hd__clkinv_2 | 3 |
| sky130_fd_sc_hd__mux2i_1 | 32 |
| sky130_fd_sc_hd__a31oi_1 | 6 |
| sky130_fd_sc_hd__o22a_1 | 4 |
| sky130_fd_sc_hd__o21a_1 | 32 |
| sky130_fd_sc_hd__nand4_1 | 15 |
| sky130_fd_sc_hd__clkbuf_16 | 17 |
| sky130_fd_sc_hd__a222oi_1 | 8 |
| sky130_fd_sc_hd__a21o_1 | 2 |
| sky130_fd_sc_hd__and2_1 | 7 |
| sky130_fd_sc_hd__mux2_4 | 2 |
| sky130_fd_sc_hd__xnor2_1 | 13 |
| sky130_fd_sc_hd__nor4_4 | 2 |
| sky130_fd_sc_hd__a211o_1 | 4 |
| sky130_fd_sc_hd__nand3_1 | 5 |
| sky130_fd_sc_hd__o21ai_0 | 5 |
| sky130_fd_sc_hd__o311a_1 | 2 |
| sky130_fd_sc_hd__clkinvlp_4 | 4 |
| sky130_fd_sc_hd__inv_1 | 40 |
| sky130_fd_sc_hd__a21oi_1 | 3 |
| sky130_fd_sc_hd__o31ai_1 | 3 |
| sky130_fd_sc_hd__dfrtp_1 | 88 |
| sky130_fd_sc_hd__nor2_1 | 6 |
| sky130_fd_sc_hd__nor3_1 | 2 |
| sky130_fd_sc_hd__nand2_1 | 7 |
| sky130_fd_sc_hd__clkdlybuf4s50_1 | 68 |
| sky130_fd_sc_hd__a2bb2oi_1 | 3 |
| sky130_fd_sc_hd__bufinv_16 | 3 |
| sky130_fd_sc_hd__o2111ai_1 | 4 |
| sky130_fd_sc_hd__dfstp_2 | 33 |
| sky130_fd_sc_hd__clkbuf_8 | 3 |
| sky130_fd_sc_hd__mux2_2 | 32 |
-- where the power goes --
part           leakage [nW]  internal (mW)  switching (mW)
logic                  1.31          0.276           0.275
registers              1.35          0.921          0.0902
clock network         0.291          0.621           0.321
-- final timing paths --
kind / end / slack, ps / depth (start not counted)
min in group asynchronous: crc_out[5] / 860 / 1
max in group asynchronous: state[1] / 4650 / 2
min reg2reg: done / 480 / 1
max: ready / 3850 / 1
max reg2reg: current_byte[1] / 4080 / 6
min: done / 480 / 1
-- worst reg2reg max path, stage by stage (launching register included) --
cell                      delay (ps)
sky130_fd_sc_hd__dfrtp_1         400
sky130_fd_sc_hd__inv_1            80
sky130_fd_sc_hd__ha_1            340
sky130_fd_sc_hd__or3_1           620
sky130_fd_sc_hd__nor4_4          520
sky130_fd_sc_hd__nor2_4          120
sky130_fd_sc_hd__mux2_4          320
Power figures rest on the tool's default switching activity, not on a simulated workload.

**flow/config.mk**
```make
export PLATFORM = sky130hd
export DESIGN_NAME = hamming_decoder
export DESIGN_NICKNAME = hamming_decoder
export VERILOG_FILES = /design/flow/design.v
export SDC_FILE = /design/flow/constraint.sdc
export NUM_CORES = 4
export LEC_CHECK = 1
export CORE_UTILIZATION = 30
```
**flow/constraint.sdc**
```tcl
current_design hamming_decoder

set clk_period 6.3
set clk_io_pct 0.2

create_clock -name clk0 -period $clk_period [get_ports {clk}]

set non_clock_inputs [all_inputs -no_clocks]
set_input_delay [expr $clk_period * $clk_io_pct] -clock clk0 $non_clock_inputs
set_output_delay [expr $clk_period * $clk_io_pct] -clock clk0 [all_outputs]
```
**flow/design.v**
```verilog
`timescale 1ns / 1ps
module alu_arithmetic #(
    parameter WIDTH = 32
)(
    input  wire [WIDTH-1:0]     a,
    input  wire [WIDTH-1:0]     b,
    input  wire [3:0]           op,
    output reg  [WIDTH-1:0]     result,
    output reg                  carry_out,
    output reg                  overflow
);
    reg [WIDTH:0] extended_result;
    reg signed [WIDTH-1:0] signed_a, signed_b;
    reg signed [2*WIDTH-1:0] mult_result;
    localparam ADD  = 4'b0000;
    localparam SUB  = 4'b0001;
    localparam INC  = 4'b0010;
    localparam DEC  = 4'b0011;
    localparam MUL  = 4'b0100;
    localparam CMP  = 4'b0101;
    localparam NEG  = 4'b0110;
    localparam ABS  = 4'b0111;
    localparam ADDC = 4'b1000;  
    localparam SUBB = 4'b1001;  
    always @(*) begin
        signed_a = a;
        signed_b = b;
        carry_out = 1'b0;
        overflow = 1'b0;
        extended_result = 0;
        mult_result = 0;
        case(op)
            ADD: begin
                extended_result = {1'b0, a} + {1'b0, b};
                result = extended_result[WIDTH-1:0];
                carry_out = extended_result[WIDTH];
                overflow = (a[WIDTH-1] == b[WIDTH-1]) && (result[WIDTH-1] != a[WIDTH-1]);
            end
            SUB: begin
                extended_result = {1'b0, a} - {1'b0, b};
                result = extended_result[WIDTH-1:0];
                carry_out = extended_result[WIDTH];
                overflow = (a[WIDTH-1] != b[WIDTH-1]) && (result[WIDTH-1] != a[WIDTH-1]);
            end
            INC: begin
                extended_result = {1'b0, a} + 1;
                result = extended_result[WIDTH-1:0];
                carry_out = extended_result[WIDTH];
                overflow = (a == {1'b0, {(WIDTH-1){1'b1}}});  
            end
            DEC: begin
                extended_result = {1'b0, a} - 1;
                result = extended_result[WIDTH-1:0];
                carry_out = extended_result[WIDTH];
                overflow = (a == {1'b1, {(WIDTH-1){1'b0}}});  
            end
            MUL: begin
                mult_result = signed_a * signed_b;
                result = mult_result[WIDTH-1:0];
                overflow = (mult_result[2*WIDTH-1:WIDTH] != {WIDTH{mult_result[WIDTH-1]}});
                carry_out = |mult_result[2*WIDTH-1:WIDTH];
            end
            CMP: begin
                extended_result = {1'b0, a} - {1'b0, b};
                result = 0;
                carry_out = extended_result[WIDTH];
                overflow = (a[WIDTH-1] != b[WIDTH-1]) && (extended_result[WIDTH-1] != a[WIDTH-1]);
            end
            NEG: begin
                result = -a;
                overflow = (a == {1'b1, {(WIDTH-1){1'b0}}});  
            end
            ABS: begin
                result = (a[WIDTH-1]) ? -a : a;
                overflow = (a == {1'b1, {(WIDTH-1){1'b0}}});  
            end
            ADDC: begin
                extended_result = {1'b0, a} + {1'b0, b} + 1;  
                result = extended_result[WIDTH-1:0];
                carry_out = extended_result[WIDTH];
                overflow = (a[WIDTH-1] == b[WIDTH-1]) && (result[WIDTH-1] != a[WIDTH-1]);
            end
            SUBB: begin
                extended_result = {1'b0, a} - {1'b0, b} - 1;  
                result = extended_result[WIDTH-1:0];
                carry_out = extended_result[WIDTH];
                overflow = (a[WIDTH-1] != b[WIDTH-1]) && (result[WIDTH-1] != a[WIDTH-1]);
            end
            default: begin
                result = 0;
                carry_out = 0;
                overflow = 0;
            end
        endcase
    end
endmodule
`timescale 1ns / 1ps
module alu_logic #(
    parameter WIDTH = 32
)(
    input  wire [WIDTH-1:0]     a,
    input  wire [WIDTH-1:0]     b,
    input  wire [3:0]           op,
    output reg  [WIDTH-1:0]     result,
    output reg                  carry_out,
    output reg                  overflow
);
    wire [4:0] shift_amount;
    assign shift_amount = b[4:0];
    localparam AND  = 4'b0000;
    localparam OR   = 4'b0001;
    localparam XOR  = 4'b0010;
    localparam NOT  = 4'b0011;
    localparam NAND = 4'b0100;
    localparam NOR  = 4'b0101;
    localparam SHL  = 4'b0110;  
    localparam SHR  = 4'b0111;  
    localparam SAR  = 4'b1000;  
    localparam ROL  = 4'b1001;  
    localparam ROR  = 4'b1010;  
    localparam XNOR = 4'b1011;
    localparam BSET = 4'b1100;  
    localparam BCLR = 4'b1101;  
    localparam BTGL = 4'b1110;  
    always @(*) begin
        carry_out = 1'b0;
        overflow = 1'b0;
        case(op)
            AND: begin
                result = a & b;
            end
            OR: begin
                result = a | b;
            end
            XOR: begin
                result = a ^ b;
            end
            NOT: begin
                result = ~a;
            end
            NAND: begin
                result = ~(a & b);
            end
            NOR: begin
                result = ~(a | b);
            end
            SHL: begin
                if (shift_amount != 0) begin
                    result = a << shift_amount;
                    carry_out = a[WIDTH - shift_amount];  
                end else begin
                    result = a;
                    carry_out = 0;
                end
            end
            SHR: begin
                if (shift_amount != 0) begin
                    result = a >> shift_amount;
                    carry_out = a[shift_amount - 1];  
                end else begin
                    result = a;
                    carry_out = 0;
                end
            end
            SAR: begin
                result = $signed(a) >>> shift_amount;
                if (shift_amount != 0)
                    carry_out = a[shift_amount - 1];
                else
                    carry_out = 0;
            end
            ROL: begin
                if (shift_amount != 0) begin
                    result = (a << shift_amount) | (a >> (WIDTH - shift_amount));
                    carry_out = a[WIDTH - shift_amount];
                end else begin
                    result = a;
                    carry_out = 0;
                end
            end
            ROR: begin
                if (shift_amount != 0) begin
                    result = (a >> shift_amount) | (a << (WIDTH - shift_amount));
                    carry_out = a[shift_amount - 1];
                end else begin
                    result = a;
                    carry_out = 0;
                end
            end
            XNOR: begin
                result = ~(a ^ b);
            end
            BSET: begin
                result = a | (1 << shift_amount);
            end
            BCLR: begin
                result = a & ~(1 << shift_amount);
            end
            BTGL: begin
                result = a ^ (1 << shift_amount);
            end
            default: begin
                result = 0;
                carry_out = 0;
                overflow = 0;
            end
        endcase
    end
endmodule
module flag_generator #(
    parameter WIDTH = 32
)(
    input  wire [WIDTH-1:0]     result,
    input  wire                 carry_alu0,
    input  wire                 overflow_alu0,
    input  wire                 carry_alu1,
    input  wire                 overflow_alu1,
    input  wire                 alu_select,
    output wire                 zero_flag,
    output wire                 sign_flag,
    output wire                 carry_flag,
    output wire                 overflow_flag
);
    assign zero_flag = (result == {WIDTH{1'b0}});
    assign sign_flag = result[WIDTH-1];
    assign carry_flag = (alu_select == 0) ? carry_alu0 : carry_alu1;
    assign overflow_flag = (alu_select == 0) ? overflow_alu0 : overflow_alu1;
endmodule
`timescale 1ns / 1ps
module hamming_decoder (
    input  wire         clk,
    input  wire         rst_n,
    input  wire [31:0]  encoded_data,
    input  wire         start,
    output reg  [25:0]  decoded_data,
    output reg  [5:0]   syndrome,
    output reg          single_error_detected,
    output reg          double_error_detected,
    output reg          error_corrected,
    output reg          done
);
    reg [31:0] data_reg;
    reg [31:0] corrected_data;
    reg parity_p1, parity_p2, parity_p4, parity_p8, parity_p16, parity_p32;
    reg [31:0] alu_operand_a, alu_operand_b;
    reg [5:0] alu_opcode;
    reg alu_enable;
    wire [31:0] alu_result;
    wire [3:0] alu_flags;
    wire alu_valid;
    localparam IDLE = 3'b000;
    localparam CALC_PARITY = 3'b001;
    localparam CHECK_ERROR = 3'b010;
    localparam CORRECT_ERROR = 3'b011;
    localparam EXTRACT_DATA = 3'b100;
    localparam DONE = 3'b101;
    reg [2:0] state, next_state;
    parallel_alu_bank #(
        .DATA_WIDTH(32)
    ) hamming_alu (
        .clk(clk),
        .rst_n(rst_n),
        .operand_a(alu_operand_a),
        .operand_b(alu_operand_b),
        .opcode(alu_opcode),
        .enable(alu_enable),
        .alu_select(1'b1),  
        .result(alu_result),
        .flags(alu_flags),
        .valid(alu_valid),
        .busy()
    );
    always @(posedge clk or negedge rst_n) begin
        if (!rst_n) begin
            state <= IDLE;
        end else begin
            state <= next_state;
        end
    end
    always @(*) begin
        next_state = state;
        case (state)
            IDLE: begin
                if (start)
                    next_state = CALC_PARITY;
            end
            CALC_PARITY: begin
                next_state = CHECK_ERROR;
            end
            CHECK_ERROR: begin
                if (syndrome != 0)
                    next_state = CORRECT_ERROR;
                else
                    next_state = EXTRACT_DATA;
            end
            CORRECT_ERROR: begin
                next_state = EXTRACT_DATA;
            end
            EXTRACT_DATA: begin
                next_state = DONE;
            end
            DONE: begin
                next_state = IDLE;
            end
            default: next_state = IDLE;
        endcase
    end
    function automatic parity_calc;
        input [31:0] data;
        input [31:0] mask;
        reg result;
        reg [31:0] temp;
        integer i;
        begin
            temp = data & mask;
            result = 0;
            for (i = 0; i < 32; i = i + 1) begin
                result = result ^ temp[i];
            end
            parity_calc = result;
        end
    endfunction
    always @(posedge clk or negedge rst_n) begin
        if (!rst_n) begin
            data_reg <= 0;
            corrected_data <= 0;
            syndrome <= 0;
            single_error_detected <= 0;
            double_error_detected <= 0;
            error_corrected <= 0;
            done <= 0;
            decoded_data <= 0;
        end else begin
            case (state)
                IDLE: begin
                    done <= 0;
                    single_error_detected <= 0;
                    double_error_detected <= 0;
                    error_corrected <= 0;
                    if (start) begin
                        data_reg <= encoded_data;
                        corrected_data <= encoded_data;
                    end
                end
                CALC_PARITY: begin
                    parity_p1 = parity_calc(data_reg, 32'hAAAAAAAA);
                    parity_p2 = parity_calc(data_reg, 32'hCCCCCCCC);
                    parity_p4 = parity_calc(data_reg, 32'hF0F0F0F0);
                    parity_p8 = parity_calc(data_reg, 32'hFF00FF00);
                    parity_p16 = parity_calc(data_reg, 32'hFFFF0000);
                    parity_p32 = ^data_reg;  
                    syndrome <= {parity_p32, parity_p16, parity_p8, parity_p4, parity_p2, parity_p1};
                end
                CHECK_ERROR: begin
                    if (syndrome[5:0] != 0) begin
                        if (parity_p32) begin
                            single_error_detected <= 1;
                        end else begin
                            double_error_detected <= 1;
                        end
                    end
                end
                CORRECT_ERROR: begin
                    if (single_error_detected && syndrome[4:0] != 0) begin
                        corrected_data[syndrome[4:0] - 1] <= ~corrected_data[syndrome[4:0] - 1];
                        error_corrected <= 1;
                    end
                end
                EXTRACT_DATA: begin
                    decoded_data[0] <= corrected_data[2];    
                    decoded_data[1] <= corrected_data[4];    
                    decoded_data[2] <= corrected_data[5];    
                    decoded_data[3] <= corrected_data[6];    
                    decoded_data[4] <= corrected_data[8];    
                    decoded_data[5] <= corrected_data[9];    
                    decoded_data[6] <= corrected_data[10];   
                    decoded_data[7] <= corrected_data[11];   
                    decoded_data[8] <= corrected_data[12];   
                    decoded_data[9] <= corrected_data[13];   
                    decoded_data[10] <= corrected_data[14];  
                    decoded_data[11] <= corrected_data[16];  
                    decoded_data[12] <= corrected_data[17];  
                    decoded_data[13] <= corrected_data[18];  
                    decoded_data[14] <= corrected_data[19];  
                    decoded_data[15] <= corrected_data[20];  
                    decoded_data[16] <= corrected_data[21];  
                    decoded_data[17] <= corrected_data[22];  
                    decoded_data[18] <= corrected_data[23];  
                    decoded_data[19] <= corrected_data[24];  
                    decoded_data[20] <= corrected_data[25];  
                    decoded_data[21] <= corrected_data[26];  
                    decoded_data[22] <= corrected_data[27];  
                    decoded_data[23] <= corrected_data[28];  
                    decoded_data[24] <= corrected_data[29];  
                    decoded_data[25] <= corrected_data[30];  
                end
                DONE: begin
                    done <= 1;
                end
            endcase
        end
    end
endmodule
module parallel_alu_bank #(
    parameter DATA_WIDTH = 32
)(
    input  wire                     clk,
    input  wire                     rst_n,
    input  wire [DATA_WIDTH-1:0]    operand_a,
    input  wire [DATA_WIDTH-1:0]    operand_b,
    input  wire [5:0]               opcode,       
    input  wire                     enable,
    input  wire                     alu_select,   
    output reg  [DATA_WIDTH-1:0]    result,
    output reg  [3:0]               flags,        
    output reg                      valid,
    output wire                     busy
);
    wire [DATA_WIDTH-1:0] alu0_result, alu1_result;
    wire [DATA_WIDTH-1:0] selected_result;
    wire carry_out_alu0, overflow_alu0;
    wire carry_out_alu1, overflow_alu1;
    wire zero_flag, sign_flag, carry_flag, overflow_flag;
    wire is_arithmetic, is_logic;
    reg  operation_valid;
    reg [DATA_WIDTH-1:0] operand_a_reg, operand_b_reg;
    reg [5:0] opcode_reg;
    reg alu_select_reg;
    reg enable_reg;
    localparam IDLE = 2'b00;
    localparam EXECUTE = 2'b01;
    localparam COMPLETE = 2'b10;
    reg [1:0] current_state, next_state;
    assign is_arithmetic = (opcode[5:4] == 2'b00);  
    assign is_logic = (opcode[5:4] == 2'b01);       
    always @(posedge clk or negedge rst_n) begin
        if (!rst_n) begin
            current_state <= IDLE;
        end else begin
            current_state <= next_state;
        end
    end
    always @(*) begin
        next_state = current_state;
        case (current_state)
            IDLE: begin
                if (enable)
                    next_state = EXECUTE;
            end
            EXECUTE: begin
                next_state = COMPLETE;
            end
            COMPLETE: begin
                next_state = IDLE;
            end
            default: next_state = IDLE;
        endcase
    end
    always @(posedge clk or negedge rst_n) begin
        if (!rst_n) begin
            operand_a_reg <= 0;
            operand_b_reg <= 0;
            opcode_reg <= 0;
            alu_select_reg <= 0;
            enable_reg <= 0;
        end else if (enable && current_state == IDLE) begin
            operand_a_reg <= operand_a;
            operand_b_reg <= operand_b;
            opcode_reg <= opcode;
            alu_select_reg <= alu_select;
            enable_reg <= enable;
        end
    end
    alu_arithmetic #(
        .WIDTH(DATA_WIDTH)
    ) alu0_inst (
        .a(operand_a_reg),
        .b(operand_b_reg),
        .op(opcode_reg[3:0]),
        .result(alu0_result),
        .carry_out(carry_out_alu0),
        .overflow(overflow_alu0)
    );
    alu_logic #(
        .WIDTH(DATA_WIDTH)
    ) alu1_inst (
        .a(operand_a_reg),
        .b(operand_b_reg),
        .op(opcode_reg[3:0]),
        .result(alu1_result),
        .carry_out(carry_out_alu1),
        .overflow(overflow_alu1)
    );
    assign selected_result = (alu_select_reg == 0) ? alu0_result : alu1_result;
    flag_generator #(
        .WIDTH(DATA_WIDTH)
    ) flag_gen_inst (
        .result(selected_result),
        .carry_alu0(carry_out_alu0),
        .overflow_alu0(overflow_alu0),
        .carry_alu1(carry_out_alu1),
        .overflow_alu1(overflow_alu1),
        .alu_select(alu_select_reg),
        .zero_flag(zero_flag),
        .sign_flag(sign_flag),
        .carry_flag(carry_flag),
        .overflow_flag(overflow_flag)
    );
    always @(posedge clk or negedge rst_n) begin
        if (!rst_n) begin
            result <= 0;
            flags <= 0;
            valid <= 0;
        end else begin
            if (current_state == EXECUTE) begin
                result <= selected_result;
                flags <= {carry_flag, overflow_flag, sign_flag, zero_flag};
                valid <= 1;
            end else begin
                valid <= 0;
            end
        end
    end
    assign busy = (current_state != IDLE);
endmodule
```
**flow/run.sh**
```bash
#!/bin/bash
# OpenROAD 26Q1-2900-gdf79404cd8, Yosys 0.63+post, stock flow scripts
make -C /OpenROAD-flow-scripts/flow DESIGN_CONFIG=/design/flow/config.mk WORK_HOME=/design/flow/orfs finish
```
==> GITHUB_STEP_SUMMARY <==
### Flow metrics

| Metric | Value |
|---|---|
| Status | complete, no violations |
| Synth Flop Type | dfrtp_1 |
| Clock Tree Buf Depth | 2 |
| Tool warnings | 27 |
| Cts repair resizes | 0 |
| Layout cell share with drive strength beyond 1 | 15.54% |
| CP max stage delay | 0.70 ns |
| Htree depth | 3 |
| Flops out of synthesis | 107 |
| Max-slew headroom | 39.70% |
| Routed len/inst | 20.53 um |
| Layout fillers | 2,058 |
| Gr ovfl total | 0 |
| Area Growth Syn to Fin | 19.44% |
| DIE WIDTH | 149.2 um |
| Critical Path Most Common Cell | o211ai_1 |
| GRT Total Usage | 18.64% |
| CP endpoint kind | register |
| Finished Cell Area | 7764 um2 |
| Cells after DPL | 941 |
| Final Hold Fails | 0 |
| Worst vdd ir | 0.1394 mV |
| Post-CTS Hold Fix Bufs | 0 |
| Final worst path period share | 68.98% |
| Clock Latency Late Sink | 0.36 ns |
| Startpoint types | register |
| CP cell instances | inv_1 -> ha_1 -> and2_1 -> nand3_1 -> ha_1 -> nor4b_1 -> nand4_1 -> a211oi_2 -> o211ai_1 -> o211ai_1 -> o211ai_1 |
| Slew Viols, Final | 0 |
| Core area | 21,150 um2 |
| Cell taking the most area after synthesis | dfrtp_1 |
| Crit-path max FO | 11 |
| Ys cells | 620 |
| Post-Syn Area | 6500 um2 |
| Setup violators final | 0 |
| Vias in the first global route | 5,040 |
| Rows | 53 |
| Post-synth area hogs | dfrtp_1 40%, mux2_2 11%, xnor2_1 7.3% |
| Crit path arrival time | 4.58 ns |
| Power share of the combinational group | 3.2% |
| Drt drc | 0 |
| HPWL after detailed placement | 14,900 um |
| Starting Density | 30.73% |
| Setup ws final | 1.955 ns |
| IO Count | 71 |
| Synth top area share | 40.42% |
| Detailed Route Iter0 Violations | 405 |
| Pre-CTS WS | 2.109 ns |
| Max-cap violations | 0 |
| CTS tree | yes |
| CTS root buf | clkbuf_16 |
| Sw Share | 22.49% |
| Detailed Routing Iterations Pass 1 | 6 |
| Die height | 149.2 um |
| Leak pwr | 3.171 nW |
| Clock transition at path regs | 0.07 ns |
| Placed cell area | 7452 um2 |
| Initial antenna violation count | 0 |
| Setup TNS | 0 ns |
| Flop pwr share | 51.7% |
| Power Density | 171.2 nW/um2 |
| Setup Skew | 0.009146 ns |
| TritonCTS buffer count | 9 |
| Slowest CP cell | a211oi_2 |
| Clock share of power | 45.1% |
| Via count | 5,215 |
| Minimum clock period | 4.345 ns |
| Post-Syn Instances | 620 |
| GP Congestion | 0.9685 |
| F_max | 0.2301 GHz |
| Post-CTS setup buffers | 0 |
| Worst Tran Pin Value | 0.9011 ns |
| Synthesized area per cell | 10.48 um2 |
| Die area | 22,260 um2 |
| Worst path required time | 6.53 ns |
| Unrepaired setup endpoints after global routing | no |
| Port bufs | 70 |
| Hold slack | 0.3821 ns |
| Post-synth EDFFs | 1 |
| CTS sink count | 107 |
| Kind of critical path | register to register |
| Synth cell types | 70 |
| Yosys synthesis chip area | 6500 um2 |
| Async S/R FF share, synth | 99.07% |
| Post-Layout Cell Count | 957 |
| First-pass GRT wire length | 30,300 um |
| Min-delay worst type | register to register |
| Drt total wl | 19,650 um |
| Vias per cell | 5.449 |
| Final ANT Viol Nets | 0 |
| Sw Pwr | 0.0002991 W |
| Yosys synthesis warning count | 4 |
| Synth Seq Share | 41.29% |
| Antenna Cells | 0 |
| Largest net degree at the start of global routing | 40 |
| Cell Int Power | 0.001030 W |
[final timing paths]
| path | startpoint | to | depth (start not counted) | slack (ns) |
|---|---|---|---|---|
| worst min register to register | state[1] | state[4] | 0 | 0.38 |
| worst max-delay path | syndrome[1] | corrected_data[17] | 11 | 1.95 |
| min in group asynchronous | rst_n | decoded_data[5] | 1 | 0.85 |
| max in group asynchronous | rst_n | state[0] | 2 | 4.53 |
| worst max register to register | syndrome[1] | corrected_data[17] | 11 | 1.95 |
| worst min-delay path | state[1] | state[4] | 0 | 0.38 |
[kinds of logic after synthesis]
| kind of cell | after synthesis | synth area share (%) |
|---|---|---|
| and+or+nand+nor | 166 | 13.84 |
| muxes | 77 | 13.53 |
| xor gates and xnor gates | 65 | 9.163 |
| buffers and inverters | 45 | 3.061 |
| adders and majority gates | 11 | 2.117 |
| AOI/OAI and AO/OA | 149 | 17.00 |
| DFF | 107 | 41.29 |
[cells in the final DEF, fill, tap and decap left out, types with 14 or more instances in the layout]
cell type        instances
clkdlybuf4s50_1         69
dfrtp_1                105
mux2i_1                 14
a21oi_1                 42
xnor2_1                 54
nand2_1                 31
o211ai_1                19
o31ai_1                 20
nor2_1                  30
mux2_2                  61
o21ai_0                 16
and3_1                  25
[area by class of cell]
class | instances | area [um2] | share of cell area [%]
multi-input combinational | 468 | 3617 | 46.59
sequential | 107 | 2684 | 34.57
timing repair buffer | 78 | 758.2 | 9.766
tap | 275 | 344.1 | 4.432
clock buffer | 10 | 239.0 | 3.078
clock inverter | 6 | 72.57 | 0.9347
inverter | 13 | 48.80 | 0.6285
[per-layer routing]
metal | GRT usage (%) | vias to the layer above | routed length, um
met5 | 0 | - | 0
li1 | - | 2444 | -
met1 | 27.91 | 2525 | 8697
met4 | 6.224 | 0 | 777
met3 | 3.401 | 39 | 1221
met2 | 27.67 | 207 | 8951
[per-stage QoR]
| stage | util (%) | total power [W] |
|---|---|---|
| floorplan | - | 0.0007013 |
| global placement | 35.23 | 0.0007451 |
| detailed placement | 35.23 | 0.0007449 |
| CTS | 36.70 | 0.001344 |
| global route | 36.70 | 0.001371 |
| finish | 36.70 | 0.001329 |
[power groups by stage]
stage	sequential [W]	combinational, W	clock [W]
CTS	0.000687	0.0000443	0.000613
global route	0.000687	0.0000469	0.000637
finish	0.000687	0.0000425	0.000600
[synthesized netlist by cell type, types with 9 or more instances]
library cell / number
o211ai_1: 19
xnor2_1: 54
and3_1: 25
o31ai_1: 20
nor4_1: 11
nand2_1: 31
clkbuf_1: 17
nand4_1: 11
nor3_1: 13
xor2_1: 9
mux2_2: 61
inv_1: 13
nand3_1: 13
ha_1: 11
a21oi_1: 42
dfrtp_1: 105
o21ai_0: 16
mux2i_1: 14
nor2_1: 30
[critical path: cells and delay by family, from the launching register on]
kind            cells  cell delay, ns
simple gates        4            1.35
compound gates      4            1.44
fa+ha+maj           2            0.86
buf+inv             1            0.09
flops               1            0.46
No activity file was given, so power comes from the tool's default toggle rates.
